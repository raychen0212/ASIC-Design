### design/flow/config.mk
export PLATFORM = sky130hd
export DESIGN_NAME = ahb_lite_slave
export DESIGN_NICKNAME = ahb_lite_slave
export VERILOG_FILES = /design/flow/design.v
export SDC_FILE = /design/flow/constraint.sdc
export NUM_CORES = 4
export LEC_CHECK = 1
export CORE_UTILIZATION = 30
### design/flow/run.sh
#!/bin/bash
# OpenROAD 26Q1-2900-gdf79404cd8, Yosys 0.63+post, stock flow scripts
make -C /OpenROAD-flow-scripts/flow DESIGN_CONFIG=/design/flow/config.mk WORK_HOME=/design/flow/orfs finish
### design/flow/constraint.sdc
current_design ahb_lite_slave

set clk_period 5.0
set clk_io_pct 0.2

create_clock -name clk0 -period $clk_period [get_ports {clk}]

set non_clock_inputs [all_inputs -no_clocks]
set_input_delay [expr $clk_period * $clk_io_pct] -clock clk0 $non_clock_inputs
set_output_delay [expr $clk_period * $clk_io_pct] -clock clk0 [all_outputs]
### design/flow/design.v
module ahb_lite_slave (input wire clk, n_rst, modwait, err, hsel, hsize, hwrite, input logic [1:0]coefficient_num, input logic [15:0]fir_out, input logic [3:0]haddr, 
input logic [1:0]htrans, input logic [15:0]hwdata,
output logic [15:0] sample_data, output logic data_ready, new_coefficient_set, hresp, output logic [15:0]fir_coefficient, output logic [15:0]hrdata);
logic [14:0][7:0] reg_map;
logic [14:0][7:0] nxt_reg_map;
logic [3:0] pre_haddr;
logic pre_hsize;
logic nxt_ready;
logic write_sel;
logic read_sel;
logic pre_read_sel;
logic pre_write_sel;
always_ff @ (posedge clk, negedge n_rst) begin
    if(n_rst == 0)begin
        reg_map[0] <= '0;
        reg_map[1] <= '0;
        reg_map[2] <= '0;
        reg_map[3] <= '0;
        reg_map[4] <= '0;
        reg_map[5] <= '0;
        reg_map[6] <= '0;
        reg_map[7] <= '0;
        reg_map[8] <= '0;
        reg_map[9] <= '0;
        reg_map[10] <= '0;
        reg_map[11] <= '0;
        reg_map[12] <= '0;
        reg_map[13] <= '0;
        reg_map[14] <= '0;
        pre_haddr <= '0;
        pre_hsize <= '0;
        data_ready <= '0;
        pre_write_sel <= '0;
        pre_read_sel <= '0;
    end
    else begin
        reg_map <= nxt_reg_map;
        pre_haddr <= haddr;
        data_ready <= nxt_ready;
        pre_hsize <= hsize;
        pre_write_sel<=write_sel;
        pre_read_sel<=read_sel;
    end
end
always_comb begin : NEXT_STATE_LOGIC
    hresp = 1'b0;
    read_sel = 1'b0;
    write_sel = 1'b0;
    if(hsel == 1 && hwrite)begin
        if (haddr == 4'h4 || haddr == 4'h5 || haddr == 4'h6 || haddr == 4'h7 || haddr == 4'h8 || haddr == 4'h9 || haddr == 4'hA || 
        haddr == 4'hB || haddr == 4'hC || haddr == 4'hD || haddr == 4'hE)begin
            write_sel = 1'b1;
        end
        else begin
            if (htrans != 2'b0)begin
                write_sel = 1'b0;
                hresp = 1'b1;
            end
        end
    end
    else if (hsel == 1 && !hwrite)begin
            if (haddr == 4'h0 || haddr == 4'h1 || haddr == 4'h2 || haddr == 4'h3 ||haddr == 4'h4 || haddr == 4'h5 || haddr == 4'h6 ||
            haddr == 4'h7 || haddr == 4'h8 || haddr == 4'h9 || haddr == 4'hA || haddr == 4'hB || haddr == 4'hC || haddr == 4'hD || haddr == 4'hE) begin
                read_sel = 1'b1;
            end
            else begin
                if (htrans != 2'b0) begin
                    read_sel = 1'b0;
                    hresp = 1'b1;
                end
            end
    end
end
always_comb begin : OUTPUT_LOGIC
    nxt_reg_map = reg_map;
    nxt_ready = data_ready;
    fir_coefficient = '0;
    hrdata = '0;
    if (reg_map[14] == 1'b1)begin
        if(coefficient_num == 2'b00)begin
            fir_coefficient = {reg_map[7], reg_map[6]};
        end
        else if (coefficient_num == 2'b01)begin
            fir_coefficient = {reg_map[9], reg_map[8]};
        end
        else if (coefficient_num == 2'b10)begin
            fir_coefficient = {reg_map[11], reg_map[10]};
        end
        else if (coefficient_num == 2'b11)begin
            fir_coefficient = {reg_map[13], reg_map[12]};
            if (modwait == 1'b1) begin
                nxt_reg_map[14] = '0;
            end
        end
    end
    sample_data = {reg_map[5], reg_map[4]};
    new_coefficient_set = reg_map[14];
    nxt_reg_map[2] = fir_out[7:0];
    nxt_reg_map[3] = fir_out[15:8];
    nxt_reg_map[0] = {7'b0, modwait};
    nxt_reg_map[1] = {7'b0, err};
    if (pre_write_sel == 1)begin
        if(pre_hsize == 1'b0)begin
            nxt_reg_map[pre_haddr] = hwdata[7:0];
        end
        else if (pre_hsize == 1'b1) begin
            nxt_reg_map[pre_haddr] = hwdata[7:0];
            nxt_reg_map[pre_haddr + 1'b1] = hwdata[15:8];
        end
        if (modwait == 1'b0)begin
            if(pre_haddr == 4'h4)begin
            nxt_ready = 1'b1;
            end
        end
    end
    else if (pre_read_sel == 1) begin
        hrdata[7:0] = reg_map[pre_haddr];
        hrdata[15:8] = reg_map[pre_haddr + 1'b1];
    end
end
endmodule
==> impl_metrics.env <==
# yosys + openroad results
export IMPL_synth_seq_share_pct=33.4
export IMPL_io_pins=98
export IMPL_period_needed_ps=4550
export IMPL_hp_start="data_ready$_DFFE_PN0P_"
export IMPL_die_h_um=181
export IMPL_finalSetupViolations=0
export IMPL_path_clk_slew_ps=60
export IMPL_ys_sh_aoi_pct=26.1
export IMPL_synth_top_cell_by_area="dfrtp_1"
export IMPL_critical_path_class="flip-flop to output port"
export IMPL_status="complete, no violations"
export IMPL_fin_setup_tns_ps=0
export IMPL_end_kind="output port"
export IMPL_flop_area_mm2=0.00321
export IMPL_worst_path_most_repeated_cell="mux2i_1"
export IMPL_grt_pass1_vias=8901
export IMPL_die_w_um=181
export IMPL_vias_per_cell=6.47
export IMPL_route_detailed_drc=0
export IMPL_crit_buf_inv=2
export IMPL_switchingPower_mw=1.47
export IMPL_path_delay_family="buffers and inverters"
export IMPL_clock_latency_ps=420
export IMPL_ir_worst_vdd_mv=0.248
export IMPL_vias=9207
export IMPL_num_rows=65
export IMPL_stdcell_count=1423
export IMPL_rr_worst_depth=8
export IMPL_worstSetupStartpointType="flip-flop"
export IMPL_total_power_mw=4.15
export IMPL_tightest_slew_ps=989
export IMPL_cts_tree="built"
export IMPL_hold_path_cell_count=1
export IMPL_clock_root_buffer="clkbuf_16"
export IMPL_top_cell="dfrtp_1"
export IMPL_num_antenna_cells=0
export IMPL_cts_setup_buffers=0
export IMPL_timing_rr_end="reg_map[45]$_DFFE_PN0P_"
export IMPL_synth_stat_cells=958
export IMPL_die_area_mm2=0.0327
export IMPL_gr_total_overflow=0
export IMPL_ys_sh_mux_pct=16.3
export IMPL_final_period_utilization_pct=91.0
export IMPL_place_congestion=1.01
export IMPL_clock_skew_ps=9.29
export IMPL_ff_type="dfrtp_1"
export IMPL_syn2layout_area_growth_pct=19.7
export IMPL_top_area_share_pct=33.4
export IMPL_internal_power_mw=2.69
export IMPL_wl_per_cell_um=28.4
export IMPL_drive_gt1_share_pct=16.7
export IMPL_top_cells_by_count="dfrtp_1, nand2_1, a221o_1"
export IMPL_warnings=29
export IMPL_fillers=3052
export IMPL_synth_cell_types=74
export IMPL_grt_pass1_wl_um=60000
export IMPL_pwr_share_clk_pct=31.4
export IMPL_power_density_mw_per_mm2=362
export IMPL_drt_wl_total_um=40400
export IMPL_required_ps=4000
export IMPL_maxCapViolCount=0
export IMPL_syn_area_mm2=0.00959
export IMPL_grt_total_usage_pct=25.7
export IMPL_dp_hpwl_um=28300
export IMPL_relSlewSlack_pct=33.7
export IMPL_timing_fmax_mhz=220
export IMPL_clockBufferDepth=2
export IMPL_cts_resized=0
export IMPL_place_inst=1391
export IMPL_drv_slew=0
export IMPL_cts_inserted_buffers=17
export IMPL_initCoreUtil_pct=30.5
export IMPL_r2r_start="pre_haddr[1]$_DFF_PN0_"
export IMPL_numSynthFlops=128
export IMPL_synthAdderAreaFrac_pct=0.914
export IMPL_clock_sinks=128
export IMPL_ant_nets=0
export IMPL_ys_area_mm2=0.00959
export IMPL_min_to="data_ready$_DFFE_PN0P_"
export IMPL_synth_xor_xnor_area_share_pct=0.365
export IMPL_grt_max_degree=61
export IMPL_hp_class="flip-flop to flip-flop"
export IMPL_rsz0062_at_grt="false"
export IMPL_antenna_found_initial=0
export IMPL_worst_ep_arrival_time_ps=3550
export IMPL_fp_coreArea_mm2=0.0315
export IMPL_mi_logic_area_mm2=0.00580
export IMPL_dr_pass1_iters=6
export IMPL_p_sw_share_pct=35.3
export IMPL_synthCells=958
export IMPL_rrSetupSlack_ps=1010
export IMPL_cts_hold_buf=0
export IMPL_synth_cellmix_simpleShare_pct=16.8
export IMPL_portBuffers=97
export IMPL_crit_path_cell_trace="buf_4 -> mux2i_1 -> o21ai_0 -> mux2i_1 -> a211oi_1 -> clkdlybuf4s50_1"
export IMPL_cpPeakStageDelay_ps=670
export IMPL_cellLeakagePower_nw=4.49
export IMPL_seq_power_share_pct=40.0
export IMPL_finalHoldViolCount=0
export IMPL_crit_slowest_cell="buf_4"
export IMPL_yosys_warnings=1
export IMPL_synth_edff_count=0
export IMPL_comb_power_share_pct=28.5
export IMPL_drt_iter0_drc=1184
export IMPL_synthTopLogicFamily="AND-OR/OR-AND gates"
export IMPL_async_reset_ff_share_pct=100
export IMPL_synth_area_top_cells="dfrtp_1, mux4_2, a221o_1, nand2_1, a32o_1"
export IMPL_crit_fanout=51
export IMPL_syn_avg_cell_area_um2=10.0
export IMPL_htree_levels=4
per-stage QoR:
stage	utilization (%)	cell area, um^2	hold WS, ps	setup slack (ps)
finish	36.5	11500	491	452
global route	36.5	11500	516	365
CTS	36.5	11500	494	570
detailed placement	34.5	10900	465	895
global placement	34.5	10900	462	906
floorplan	-	9590	413	1570
power by group through the flow:
stage	sequential, mW	clock (mW)	combinational (mW)
after CTS	1.64	1.32	1.18
after global routing	1.67	1.37	1.28
final	1.66	1.31	1.19
worst max path at each step:
stage | start | to | cells past startpoint
6_report | pre_haddr[1]$_DFF_PN0_ | hrdata[3] | 6
4_1_cts | pre_haddr[1]$_DFF_PN0_ | hrdata[3] | 6
5_1_grt | pre_haddr[1]$_DFF_PN0_ | hrdata[3] | 6
routing by layer:
layer	up-vias	wire length, um	track usage (%)
met5	-	0	0
met4	0	2460	12.2
met3	123	5030	9.53
met2	705	17100	36.3
met1	4479	15800	35.4
li1	3900	-	-
placed cells by master (no fill, tap or decap), types with 12 or more instances in the layout:
cell / synthesis / layout
dfrtp_1: 128 / 124
clkdlybuf4s50_1: 0 / 96
nand2_1: 89 / 89
a221o_1: 61 / 61
mux4_2: 53 / 53
nor2_1: 49 / 49
buf_4: 25 / 36
o21ai_0: 34 / 34
and3_1: 30 / 30
a211oi_1: 29 / 29
a32o_1: 28 / 28
and2_1: 27 / 27
mux2i_1: 23 / 23
nor2b_1: 21 / 21
inv_1: 21 / 21
a32oi_1: 21 / 21
nor3_1: 18 / 18
o221ai_1: 17 / 17
clkbuf_16: 0 / 17
nand3_1: 15 / 15
a21oi_1: 15 / 15
mux2_2: 12 / 12
sequential cells by signal (all words and copies together), names as in the netlist:
signal         cells
pre_write_sel      1
pre_read_sel       1
pre_hsize          1
pre_haddr          4
reg_map          120
data_ready         1
layout make-up:
cell class,count,area share [%]
clock buffer,18,3.83
clock inverter,14,1.46
inverter,24,0.785
multi-input combinational,703,50.6
sequential,128,28.0
tap,402,4.38
timing repair buffer,134,11.0
kinds of logic (layout without fill, tap and decap cells):
logic type | Yosys count | after routing
and+or+nand+nor | 304 | 304
buffers and inverters | 127 | 190
AOI/OAI and AO/OA | 300 | 300
muxes | 88 | 88
xor gates and xnor gates | 4 | 4
adders and majority gates | 7 | 7
DFF | 128 | 128
Power and IR drop assume default switching activity.
