==> ./config.mk <==
export PLATFORM = sky130hd
export DESIGN_NAME = apb_slave
export DESIGN_NICKNAME = apb_slave
export VERILOG_FILES = /design/flow/design.v
export SDC_FILE = /design/flow/constraint.sdc
export NUM_CORES = 4
export LEC_CHECK = 1
export CORE_UTILIZATION = 30
==> ./constraint.sdc <==
current_design apb_slave

set clk_period 1.8
set clk_io_pct 0.2

create_clock -name clk0 -period $clk_period [get_ports {clk}]

set non_clock_inputs [all_inputs -no_clocks]
set_input_delay [expr $clk_period * $clk_io_pct] -clock clk0 $non_clock_inputs
set_output_delay [expr $clk_period * $clk_io_pct] -clock clk0 [all_outputs]
==> ./design.v <==
module apb_slave (input logic clk, n_rst, data_ready, overrun_error, framing_error, psel, penable, pwrite, input logic [2:0] paddr, input logic [7:0] rx_data, input logic [7:0]pwdata,
output logic data_read, pslverr, output logic [3:0] data_size, output logic [7:0] prdata, output logic [13:0] bit_period);
logic [6:0][7:0]reg_map;
logic [6:0][7:0]nxt_reg_map;
logic write_sel;
logic read_sel;
always_ff @( posedge clk, negedge n_rst) begin : INPUT_LOGIC
    if (n_rst == 0) begin
        reg_map[0] <= '0;
        reg_map[1] <= '0;
        reg_map[2] <= '0;
        reg_map[3] <= '0;
        reg_map[4] <= '0;
        reg_map[5] <= '0;
        reg_map[6] <= '0;
    end
    else begin
        reg_map <= nxt_reg_map;
    end
end
always_comb begin: NEXTSTATE_LOGIC
    pslverr = 0;
    read_sel = 0;
    write_sel = 0;
    if (psel && pwrite) begin
        if (paddr == 3'd2 || paddr == 3'd3 || paddr == 3'd4)begin
            write_sel = 1;
        end
        else begin
            if (penable == 1) begin
                write_sel = 0;
                pslverr = 1;
            end
        end
    end
    else if (psel && !pwrite)begin
        if (paddr == 3'd0 || paddr == 3'd1 || paddr == 3'd2 || paddr == 3'd3 || paddr == 3'd4 || paddr == 3'd6)begin
            read_sel = 1;
        end
        else begin
            if (penable == 1) begin
                read_sel = 0;
                pslverr = 1;
            end
        end
    end
end
always_comb begin : ERROR
    nxt_reg_map = reg_map;
    data_read = 1'b0;
    prdata = '0;
    if (write_sel == 1)
        nxt_reg_map[paddr] = pwdata;
    else if (read_sel == 1) begin
        prdata = reg_map[paddr];
        if (paddr == 3'd6)begin
            data_read = 1;
        end
        else begin
            data_read = 0;
        end
    end
    nxt_reg_map[1] = {6'b0, overrun_error, framing_error};
    if(data_ready == 1)
        nxt_reg_map[0] = data_ready;
    else 
        nxt_reg_map[0] = '0;
    bit_period = {reg_map[3][5:0], reg_map[2]};
    data_size = reg_map[4][3:0];
    nxt_reg_map[6] = rx_data;
end
endmodule
==> ./run.sh <==
#!/bin/bash
# OpenROAD 26Q1-2900-gdf79404cd8, Yosys 0.63+post, stock flow scripts
make -C /OpenROAD-flow-scripts/flow DESIGN_CONFIG=/design/flow/config.mk WORK_HOME=/design/flow/orfs finish
==> run summary <==
Latency at later pin - 0.28 ns
Static Leakage - 1.33 nW
Vias - 1,541
fin crit period - 1.84 ns
RSZ-0062 raised after global routing - yes
number of global-route vias before repair - 1,528
H-tree depth - 2
status - finished, violations left
first-pass GRT wire length - 7.86 mm
r2r endpoint - reg_map[16]
largest net degree at the start of global routing - 36
Crit-path slowest cell - or4b_1
r2r setup slk - 0.83 ns
Fmax achieved - 543 MHz
DRT Wirelength - 4.72 mm
# setup viols final - 9
Crit Path Max Fanout - 8
Commonest flop - dfrtp_1
I/O Buffers - 54
CTS Buf Count - 5
FF+latch count, synth - 35
tool warnings - 31
clk buf depth - 2
synth cell count leaders - dfrtp_1 (35), a22o_1 (24), buf_4 (18)
Mapped Cells - 155
row cnt - 27
ys cells - 155
max reg flops - 35
worst ir drop on vdd - 422 uV
Worst Reg-to-Reg Cells - 3
Design Area, Final - 0.00295 mm^2
setup TNS - -0.213 ns
cycle use final - 102%
core area - 0.00564 mm^2
FP Core Util - 31.7%
yosys stat chip area - 0.00179 mm^2
violated checks - setup timing
slew margin rel. - 70.8%
# clock sinks - 35
HP Class - input pin to asynchronous set/reset pin
sequential element share of the synthesized area - 49.0%
PwrDens - 686 mW/mm^2
CP Class - input pin to flop
CTS tree - done
startpoint types - input pin
most flop-heavy register - reg_map
Netlist Area Pre-Place - 0.00179 mm^2
share of cells above drive strength 1 - 43.9%
Top-area cell share - 49.0%
flip-flops with a built-in enable - 0
final worst setup slack - -0.0404 ns
top-count cell post-synth - dfrtp_1
clk root buf - clkbuf_8
vias per cell - 4.85
Worst Tran Pin Value - 0.439 ns
Max-cap violations - 0
Post-DP Area - 0.00259 mm^2
post-synthesis cell type count - 34
CP peak stage delay - 0.53 ns
Regs by FF count - reg_map: 35 flops
HPWL after DPL - 3.26 mm
antenna violations before repair - 0
Ports - 55
combinational gate area - 900 um^2
placed insts - 291
# diodes - 0
clock-pin slew on the worst setup and hold paths - 0.07 ns
Yosys top cell by area - dfrtp_1
die y size - 79.2 um
Top area cell types - dfrtp_1 (49%), a22o_1 (12%), buf_4 (7.6%)
Synth warnings - 1
endpoint type of the worst setup path - flop
worst-path cell chain - buf_8 > buf_12 > inv_6 > ha_2 > nor2_2 > o21ba_2 > or4b_1 > buf_6 > a22o_1
Worst R2R Start - reg_map[16]
post-route ant nets - 0
Syn Area/Cell - 11.5 um^2
Max Slew Vio Count - 0
final core utilization - 52.3%
Die X - 79.2 um
# fillers - 481
RePlAce Congestion - 0.803
Worst setup startpoint - paddr[0]
Area Overhead vs Synth - 64.9%
async set-reset flop share out of synthesis - 100%
Remaining DRCs - 0
Clock Skew - 0 ns
final hold vios - 0
1st-pass router iterations - 4
Critical Path RT - 1.97 ns
DRT iter0 DRCs - 65
total track usage - 16.9%
Pwr Total - 0.00202 W
Wirelength per Cell - 14.8 um
CP endpoint - reg_map[20]
register area - 876 um^2
Final Non-Filler Cells - 318
CP arrival - 2.01 ns
chip area - 0.00627 mm^2
Remaining Overflow, GRT - 0
==> power by group <==
part           internal (W)  switching (W)  leakage, nW
clock              0.000271       0.000267       0.0422
sequential         0.000881      0.0000678        0.452
combinational      0.000365       0.000170        0.838
==> layout make-up <==
cell class | count | area share [%]
Clock buffer | 7 | 2.59
Sequential cell | 35 | 29.7
Inverter | 4 | 0.849
Tap cell | 72 | 3.05
Clock inverter | 1 | 0.170
Timing Repair Buffer | 107 | 33.1
Multi-Input combinational cell | 92 | 30.5
==> through the flow <==
step                hold slack (ns)  worst slack [ns]
global placement              0.479            -0.792
global route                  0.503           -0.0830
finish                        0.484           -0.0404
floorplan                    0.0644            -0.454
CTS                           0.500           -0.0499
detailed placement            0.482            -0.803
==> worst max-delay path, delay by kind of cell <==
family / cells / cell delay, ns
AND/OR/NAND/NOR: 2 / 0.60
buffers and inverters: 4 / 0.43
AND-OR/OR-AND: 2 / 0.42
adder cells (fa/ha/maj): 1 / 0.19
==> how the worst min path moves through the flow <==
stage | slack [ns] | cells after the start | end
4_1_cts | 0.50 | 1 | reg_map[30]
5_1_grt | 0.50 | 1 | reg_map[0]
6_report | 0.48 | 2 | reg_map[19]
==> cell families (layout without fill, tap and decap cells) <==
group,count (synthesis),after routing,synth area share [%]
multiplexers,10,10,6.79
flip-flops,35,35,49.0
buffers and inverters,28,119,10.3
AND/OR/NAND/NOR,29,29,9.87
AND-OR/OR-AND,47,47,19.9
adder cells (fa/ha/maj),6,6,4.20
==> layout by cell type (no fill, tap or decap), types with 3 or more instances in the layout <==
cell type and count:
a21oi_1 3, dfrtp_1 35, nand3_1 6, buf_6 19, ha_4 4, mux2_2 5
clkdlybuf4s50_1 39, buf_4 34, a22o_1 24, a22oi_2 4, buf_2 9, clkbuf_8 5
nor2_1 3, o21ai_1 9
==> timing repair <==
item	CTS	global route
hold endpoints to repair	0	0
gates resized	93	11
buffers inserted	15	5
setup endpoints to repair	34	31
pin swaps	14	16
gates cloned	1	0
hold buffers	0	0
==> layer usage <==
layer  track usage (%)  vias up  part of all wire, %
met1              27.7      735                   48
met3              3.38        8                  6.0
met2              24.6       49                   45
met5                 0        -                    0
li1                  -      749                    -
met4              1.82        0                  1.2
Power is estimated from default activity; no workload was simulated.
