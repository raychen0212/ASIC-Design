==> flow/design.v <==
module rx_decode (input logic clk, n_rst, d_plus, shift_en, output logic decoded);
    logic val;
    logic prev_val;
    always_ff @( posedge clk, negedge n_rst ) begin : outval
        if(n_rst == 1'b0) begin
            val <= 1'b1;
            prev_val <= 1'b1;
        end else begin
            if(shift_en == 1'b1) begin
                val <= d_plus;
                prev_val <= val;
            end else begin
                val <= val;
                prev_val <= prev_val;
            end
        end
    end
    assign decoded = ~(val ^ prev_val);
endmodule
  module rx_edge_detector(input logic clk, n_rst, d_plus, output logic edge_detect);
    logic first;
    logic nxt;
    always_ff @( negedge n_rst, posedge clk ) begin
        if (!n_rst)
          first <= 1'b1;
        else first <= nxt;
    end
    always_comb begin : OUTPUT_LOGIC
      nxt = d_plus;
      edge_detect = (d_plus != first) ? 1 : 0;
    end
    endmodule
module rx_eop_detect (input logic d_plus, d_minus, output logic eop);
    assign eop = (d_plus == 0 && d_minus == 0) ? 1:0;
endmodule
module rx_fifo
(
  input  wire clk,
  input  wire n_rst,
  input  wire load_buffer,
  input  wire [7:0] packet_data,
  output reg  [7:0] rx_packet_data
);
  reg [7:0] nxt_rx_data;
  always @ (negedge n_rst, posedge clk)
  begin : REG_LOGIC
    if(1'b0 == n_rst)
    begin
      rx_packet_data       <= '0;   
    end
    else
    begin
        rx_packet_data       <= nxt_rx_data;
    end
  end
  always @ (rx_packet_data, packet_data, load_buffer)
  begin : NXT_LOGIC
    nxt_rx_data        <= rx_packet_data;
    if(1'b1 == load_buffer)
    begin
      nxt_rx_data <= packet_data;
    end
  end  
endmodule
module rx_full_design (input logic clk, n_rst, d_plus, d_minus,
output logic rx_data_ready, rx_transfer_active, rx_error, clr, store_rx_data, output logic [2:0] rx_packet, output logic [7:0] rx_data
);
    logic d_plus_out;
    logic d_minus_out;
    logic d_edge;
    logic eop;
    logic d_orig;
    logic shift_en;
    logic byte_detect;
    logic [7:0] s_val;
    logic [7:0] rx_packet_data;
    rx_sync_low sync_dplus (.clk(clk), .n_rst(n_rst), .async_in(d_plus), .sync_out(d_plus_out));
    rx_sync_low sync_dminus (.clk(clk), .n_rst(n_rst), .async_in(d_minus), .sync_out(d_minus_out));
    rx_edge_detector edging (.clk(clk), .n_rst(n_rst), .d_plus(d_plus_out), .edge_detect(d_edge));
    rx_eop_detect eop_func(.d_plus(d_plus_out), .d_minus(d_minus_out), .eop(eop));
    rx_decode decoder(.clk(clk), .n_rst(n_rst), .d_plus(d_plus_out), .shift_en(shift_en), .decoded(d_orig));
    rx_timer timer_rx(.clk(clk), .n_rst(n_rst), .enable_timer(rx_transfer_active), .shift_enable(shift_en), .packet_done(byte_detect));
    rx_sr_9bit shift(.clk(clk), .n_rst(n_rst), .shift_strobe(shift_en), .serial_in(d_orig), .packet_data(s_val));
    rx_rcu controller(.clk(clk), .n_rst(n_rst), .d_edge(d_edge), .shift_en(shift_en), .byte_detect(byte_detect), .eop(eop), .s_val(s_val),
    .rx_data_ready(rx_data_ready), .rx_transfer_active(rx_transfer_active), .rx_error(rx_error), .clr(clr), .store_rx_data(store_rx_data), .rx_packet(rx_packet), .rx_data(rx_data));
    rx_fifo buffer(.clk(clk), .n_rst(n_rst), .load_buffer(byte_detect), .packet_data(rx_data), .rx_packet_data(rx_packet_data));
endmodule
module rx_rcu(input logic clk, n_rst, d_edge, shift_en, byte_detect, eop, input logic [7:0] s_val, 
output logic rx_data_ready, rx_transfer_active, rx_error, clr, store_rx_data, output logic [2:0] rx_packet, output logic [7:0] rx_data);
typedef enum bit[4:0] {IDLE, SYNC, PID, IN1, IN2, OUT1, OUT2, DATA0, DATA0_WAIT1, DATA0_WAIT2, DATA1, DATA1_WAIT1, DATA1_WAIT2, ACK, NAK, STALL, EOP} stateType;
stateType state;
stateType nxt_state;
localparam PID_OUT = 8'b00011110;
localparam PID_IN = 8'b10010110;
localparam PID_DATA0 = 8'b00111100;
localparam PID_DATA1 = 8'b10110100;
localparam PID_ACK = 8'b00101101;
localparam PID_NAK = 8'b10100101;
localparam PID_STALL = 8'b11100001;
always_ff@(posedge clk, negedge n_rst)begin
    if(!n_rst) begin
        state <= IDLE;
    end
    else begin
        state <= nxt_state;
    end
end
always_comb begin : NXT_STATE_LOGIC
    nxt_state = state;
    rx_error = '0;
    clr = 1'b0;
    rx_transfer_active = 1'b1;
    case (state)
        IDLE: begin
            rx_transfer_active = 1'b0;
            if(d_edge == 1)begin
                nxt_state = SYNC;
            end
            else begin
                nxt_state = IDLE;
            end
        end
        SYNC: begin
            nxt_state = SYNC;
            if (byte_detect == 1) begin
                if(s_val == 8'b10000000) begin
                    nxt_state = PID;
                    clr = 1'b1;
                end
                else begin
                    nxt_state = IDLE;
                end
            end
        end
        PID: begin
            nxt_state = PID;
            if (byte_detect) begin
                if (s_val == PID_OUT)begin
                    nxt_state = OUT1;
                    clr = 1'b1;
                end
                else if (s_val == PID_IN) begin
                    nxt_state = IN1;
                    clr = 1'b1;
                end
                else if (s_val == PID_DATA0) begin
                    nxt_state = DATA0;
                end
                else if (s_val == PID_DATA1) nxt_state = DATA1;
                else if (s_val == PID_ACK) nxt_state = ACK;
                else if (s_val == PID_NAK) nxt_state = NAK;
                else begin
                    nxt_state = STALL;
                end
            end
        end
        OUT1: begin
            nxt_state = OUT1;
            if (byte_detect) begin
                nxt_state = OUT2;
            end
        end
        OUT2: begin
            nxt_state = OUT2;
            if (byte_detect) begin
                nxt_state = EOP;
            end
        end
        IN1: begin
            nxt_state = IN1;
            if (byte_detect) begin
                nxt_state = IN2;
                end
        end
        IN2: begin
            nxt_state = IN2;
            if (byte_detect) begin
                nxt_state = EOP;
            end           
        end
        DATA0: begin
            rx_transfer_active = 1'b1;
            if(byte_detect) begin
                nxt_state = DATA0_WAIT1;
            end
            else nxt_state = STALL;
        end
        DATA0_WAIT1:begin
            rx_transfer_active = 1'b1;
            if(byte_detect) begin
                nxt_state = DATA0_WAIT2;
            end
            else begin
                nxt_state = STALL;
            end
        end
        DATA0_WAIT2:begin
            rx_transfer_active = 1'b1;
            if (eop) begin
                nxt_state = EOP;
            end
            else nxt_state = DATA0_WAIT2;
        end
        DATA1: begin
            rx_transfer_active = 1'b1;
            if(byte_detect) begin
                nxt_state = DATA1_WAIT1;
            end
            else nxt_state = STALL;
        end
        DATA1_WAIT1:begin
            rx_transfer_active = 1'b1;
            if(byte_detect) begin
                nxt_state = DATA1_WAIT2;
            end
            else begin
                nxt_state = STALL;
            end
        end
        DATA1_WAIT2:begin
            rx_transfer_active = 1'b1;
            if (eop) begin
                nxt_state = EOP;
            end
            else nxt_state = DATA1_WAIT2;
        end
        ACK: begin
            if(byte_detect) begin
                nxt_state = EOP;
            end
            else begin
                nxt_state = ACK;
            end
        end
        NAK: begin
            nxt_state = NAK;
            if(byte_detect) begin
                nxt_state = EOP;
            end
        end
        STALL: begin
            nxt_state = IDLE;
            rx_transfer_active = 1'b0;
            rx_error = 1'b1;
        end
        EOP: begin
            rx_transfer_active = 1'b0;
            nxt_state = IDLE;
        end
    endcase
end
always_comb begin : OUTPUT_LOGIC
    rx_data_ready = 1'b0;
    store_rx_data = 1'b0;
    rx_packet = '0;
    rx_data = '0;
    case(state)
        IN1:begin
            rx_packet = 3'b110;
        end
        IN2: begin
            rx_packet = 3'b110;
        end
        OUT1: begin
            rx_packet = 3'b111;
        end
        OUT2: begin
            rx_packet = 3'b111;
        end
        DATA0:begin
            store_rx_data = 1'b1;
            rx_data = s_val;
            rx_packet = 3'b100;
        end
        DATA0_WAIT1: begin
            store_rx_data = 1'b1;
            rx_data = s_val;
            rx_packet = 3'b100;
        end
        DATA0_WAIT2:begin
            store_rx_data = 1'b1;
            rx_data = s_val;
            rx_packet = 3'b100;   
        end
        DATA1:begin
            store_rx_data = 1'b1;
            rx_data = s_val;
            rx_packet = 3'b101;
        end
        DATA1_WAIT1: begin
            store_rx_data = 1'b1;
            rx_data = s_val;
            rx_packet = 3'b101;
        end
        DATA1_WAIT2:begin
            store_rx_data = 1'b1;
            rx_data = s_val;
            rx_packet = 3'b101;
        end
        ACK: begin
            rx_packet = 3'b001;
            rx_data_ready = 1'b1;
        end
        NAK: begin
            rx_packet = 3'b010;
            rx_data_ready = 1'b0;
        end
        STALL: begin
            rx_packet = 3'b011;
        end
        EOP: begin
            rx_data_ready = 1'b1;
        end
    endcase
end
endmodule
module rx_sr_9bit (input logic clk, n_rst, shift_strobe, serial_in, output logic [7:0]packet_data, output logic stop_bit);
logic [8:0] par_reg;
flex_stp_sr #(.NUM_BITS(9),.SHIFT_MSB(1))sr9(.clk(clk),.n_rst(n_rst), .shift_enable(shift_strobe),.serial_in(serial_in),
.parallel_out(par_reg));
assign packet_data = par_reg[7:0];
assign stop_bit = par_reg[8];
endmodule
module rx_sync_low (input wire clk, input wire n_rst, input wire async_in, output reg sync_out);
    reg data;
    always_ff @(posedge clk, negedge n_rst)
    begin: REG_LOGIC
        if(1'b0 == n_rst) begin
            data <= 1'b0;
            sync_out <= 1'b0;
        end 
        else 
        begin
            data <= async_in;
            sync_out <= data;
        end
    end
endmodule
module rx_timer (input logic clk, n_rst, enable_timer, output logic shift_enable, packet_done);
logic [3:0]clk_count;
logic [3:0]bit_count;
flex_counter clk_divider(.clk(clk),.n_rst(n_rst), .count_enable(enable_timer), .clear(packet_done),.rollover_val(4'd8),
.count_out(clk_count),.rollover_flag(shift_enable));
flex_counter bit_counter(.clk(clk),.n_rst(n_rst), .count_enable(shift_enable), .clear(packet_done),.rollover_val(4'd8),
.count_out(bit_count),.rollover_flag(packet_done));
endmodule
module flex_counter #(parameter NUM_CNT_BITS = 4)(input wire clk, input wire n_rst, input wire clear, input wire count_enable, input wire [NUM_CNT_BITS-1:0]rollover_val,
output reg [NUM_CNT_BITS-1:0]count_out, output reg rollover_flag);
    logic [NUM_CNT_BITS-1:0] nextQ;
    logic nextroll;
    always_ff @( posedge clk, negedge n_rst ) begin : INPUT_LOGIC
        if (n_rst == 1'b0)
        begin
            count_out <= '0;
            rollover_flag <= '0;
        end
        else begin
            count_out<= nextQ;
            rollover_flag <= nextroll;
        end
    end
    always_comb begin : NEXT
        nextroll = rollover_flag;
        nextQ = count_out;
        if(clear == 1) begin
                nextQ = '0;
                nextroll = '0;
            end
        else if (count_enable == 0)begin
            if(clear == 1)begin
                nextQ = '0;
                nextroll = '0;
            end
            else begin
                nextQ = count_out;
                nextroll = rollover_flag;
            end
        end
        else if (count_enable == 1)begin
            if (count_out == rollover_val) begin
                nextQ = 4'd1;
                nextroll = '0;
            end
            else if (count_out == rollover_val-1'b1)begin
                nextQ = count_out + 4'd1;
                nextroll = 1;
            end
            else begin
                nextQ = count_out + 4'd1;
            end
        end
    end
endmodule
module flex_stp_sr #(parameter NUM_BITS = 4, parameter SHIFT_MSB = 1)(input wire clk, input wire n_rst, input wire shift_enable, input serial_in, output reg [NUM_BITS - 1:0]parallel_out);
reg [NUM_BITS-1:0]nxt_state;
always_ff @( posedge clk, negedge n_rst ) begin : INPUT_LOGIC
        if (n_rst == 1'b0)
        begin
            parallel_out <= '1;
        end
        else begin
            parallel_out<= nxt_state;
        end
end
always_comb begin: NEXTSTATE_LOGIC
    nxt_state = parallel_out;
    if (shift_enable == 1) begin
        if (SHIFT_MSB == 1) begin
            nxt_state = {parallel_out[NUM_BITS-2:0], serial_in};
        end
        else begin
            nxt_state = {serial_in, parallel_out[NUM_BITS-1:1]};
        end
    end
    else begin
        nxt_state = parallel_out;
    end
end
endmodule   
==> flow/run.sh <==
#!/bin/bash
# OpenROAD 26Q1-2900-gdf79404cd8, Yosys 0.63+post, stock flow scripts
make -C /OpenROAD-flow-scripts/flow DESIGN_CONFIG=/design/flow/config.mk WORK_HOME=/design/flow/orfs finish
==> flow/config.mk <==
export PLATFORM = sky130hd
export DESIGN_NAME = rx_full_design
export DESIGN_NICKNAME = rx_full_design
export VERILOG_FILES = /design/flow/design.v
export SDC_FILE = /design/flow/constraint.sdc
export NUM_CORES = 4
export LEC_CHECK = 1
export CORE_UTILIZATION = 30
==> flow/constraint.sdc <==
current_design rx_full_design

set clk_period 2.4
set clk_io_pct 0.2

create_clock -name clk0 -period $clk_period [get_ports {clk}]

set non_clock_inputs [all_inputs -no_clocks]
set_input_delay [expr $clk_period * $clk_io_pct] -clock clk0 $non_clock_inputs
set_output_delay [expr $clk_period * $clk_io_pct] -clock clk0 [all_outputs]
==> flow_metrics.env <==
# implementation run metrics
export IMPL_xor_area_share_pct=1.34
export IMPL_crit_type="flop to output port"
export IMPL_grt_overflow=0
export IMPL_leakage_uw=0.00109
export IMPL_simple_gate_share_pct=18.3
export IMPL_ff_type="dfrtp_1"
export IMPL_cts_made_buffers=5
export IMPL_clk_path_buf_depth=2
export IMPL_edf_count=0
export IMPL_synth_top_cells_by_count="30 x dfrtp_1, 13 x mux2_2, 12 x dfstp_2"
export IMPL_gp_congestion=0.795
export IMPL_ir_worst_vdd_mv=0.264
export IMPL_grt_pass1_vias=1188
export IMPL_yosys_warnings=7
export IMPL_p_comb_share_pct=3.7
export IMPL_worst_r2r_setup_slack_ps=880
export IMPL_drtAntennaViolNets=0
export IMPL_path_clk_slew_ps=70
export IMPL_drtIter0Drc=69
export IMPL_seq_power_share_pct=59.8
export IMPL_h_tree_depth=2
export IMPL_cap_violations=0
export IMPL_drive_above_1_share_pct=37.0
export IMPL_synth_top_area_share_pct=38.4
export IMPL_crit_start="controller.state[15]$_DFF_PN0_"
export IMPL_cts_sinks=42
export IMPL_grt_antenna_before_repair=0
export IMPL_insertion_delay_ps=280
export IMPL_die_y_um=82.7
export IMPL_die_area_mm2=0.00684
export IMPL_status="complete, but fails checks"
export IMPL_fmax_mhz=414
export IMPL_violations="setup timing"
export IMPL_n_antenna_cell=0
export IMPL_drcViolationCount=0
export IMPL_fp_util_pct=31.0
export IMPL_switching_share_pct=21.1
export IMPL_muxShareOfSynthArea_pct=8.00
export IMPL_cts_tree="done"
export IMPL_wire_per_inst_um=12.6
export IMPL_avgViaCountPerCell=4.84
export IMPL_warnings=29
export IMPL_top_cell="dfrtp_1"
export IMPL_r2r_start="controller.state[16]$_DFF_PN0_"
export IMPL_powerDensity_mw_per_mm2=514
export IMPL_grt_max_degree=26
export IMPL_worst_pin_slew_ps=595
export IMPL_cpLargestDelayFamily="simple AND/OR/NAND/NOR gates"
export IMPL_gr_usage_all_layers_pct=11.4
export IMPL_synth_seq_cells=42
export IMPL_crit_path_top_delay_cell="or4_4"
export IMPL_synthCells=169
export IMPL_pwr_share_clk_pct=36.5
export IMPL_io_buffers=19
export IMPL_cell_internal_pwr_uw=981
export IMPL_ys_sh_aoi_pct=11.6
export IMPL_largest_area_cell="dfrtp_1"
export IMPL_hold_path_class="input port to async pin"
export IMPL_core_mm2=0.00631
export IMPL_path_buffers=2
export IMPL_cp_start_kind="flop"
export IMPL_area_growth_syn_to_layout_pct=23.6
export IMPL_core_rowCount=29
export IMPL_wirelength_mm=3.50
export IMPL_dp_slack_ps=-76.7
export IMPL_synth_chip_area_mm2=0.00195
export IMPL_synth_cell_area_mm2=0.00195
export IMPL_rsz0062_at_grt="true"
export IMPL_cts_root_buf="clkbuf_8"
export IMPL_avgSynthCellArea_um2=11.6
export IMPL_worst_path_largest_cell_delay_ps=550
export IMPL_post_place_cells=265
export IMPL_fill_cells=606
export IMPL_required_ps=1920
export IMPL_synth_seq_share_pct=54.5
export IMPL_cp_common_cell="buf_6"
export IMPL_slew_headroom_pct=60.3
export IMPL_finalNonFillerCells=277
export IMPL_yosys_cells=169
export IMPL_top_cells_by_area="dfrtp_1 38%, dfstp_2 16%, mux2_2 7.5%"
export IMPL_grt_pass1_wl_mm=5.71
export IMPL_clock_skew_ps=4.87
export IMPL_die_w_um=82.7
export IMPL_ys_types=44
export IMPL_logic_family="simple AND/OR/NAND/NOR gates"
export IMPL_dp_hpwl_mm=2.46
export IMPL_synthArstFlopShare_pct=100
export IMPL_final_max_slew_viol_count=0
export IMPL_fin_crit_sh_pct=101
export IMPL_ios=20
export IMPL_setup_slack_ps=-18.3
export IMPL_setup_viol=3
export IMPL_cp_max_fo=3
export IMPL_critPathCaptureType="output port"
export IMPL_via_count=1340
export IMPL_dr_pass1_iters=21
export IMPL_min_period_ps=2420
export IMPL_power_switching_uw=262
export IMPL_arrival_ps=1940
export IMPL_crit_chain="or4_4, or3_4, buf_6, and2_4, buf_6"
export IMPL_hold_violations=0
export IMPL_ys_sh_adder_pct=2.56
[cell usage in the layout, fill, tap and decap left out, drive strengths merged, types with 3 or more instances in the layout]
cell | synthesis | final
nand3 | 3 | 3
o21ai | 5 | 5
mux2 | 13 | 13
or3 | 3 | 4
nor2 | 5 | 5
clkdlybuf4s50 | 0 | 7
o2bb2ai | 5 | 5
nor4 | 4 | 4
clkbuf | 5 | 8
nor2b | 5 | 5
nand3b | 4 | 4
nand2 | 10 | 10
buf | 2 | 20
dfstp | 12 | 12
a21oi | 5 | 5
and2 | 12 | 12
inv | 9 | 9
dfrtp | 30 | 30
ha | 4 | 4
[stage by stage]
step / total power, uW / setup TNS, ps / util, % / instance area (um^2) / hold slack, ps
after floorplan: 771 / 0 / - / 1950 / 184
after global placement: 799 / -352 / 35.7 / 2250 / 335
after detailed placement: 799 / -666 / 35.7 / 2250 / 335
after CTS: 1260 / -360 / 37.7 / 2380 / 174
after global routing: 1310 / -257 / 38.3 / 2420 / 200
final: 1240 / -52.7 / 38.3 / 2420 / 171
[worst reg2reg max path: stages (launching register included)]
cell	delay, ps
dfrtp_1	430
or3_4	450
inv_1	150
a41oi_1	140
a311oi_1	270
[layer usage]
layer	up-vias	GRT usage [%]	wire [um]
met5	-	0	0
met4	0	0.690	0
met3	0	2.90	133
met2	21	17.5	1690
met1	655	17.6	1670
li1	664	-	-
[power groups by stage]
stage     logic, uW  registers [uW]  clock network [uW]
6_report       45.4             743                 454
5_1_grt        52.2             746                 511
4_1_cts        45.2             742                 477
[registers in the layout, indices dropped and copies added (netlist names), 4 cells and up, named ones only]
signal	count
timer_rx.clk_divider.count_out	4
shift.sr9.parallel_out	8
controller.state	15
timer_rx.bit_counter.count_out	4
[timing repair]
action,CTS,global route
gates cloned,1,0
pin swaps,11,4
setup endpoints to repair,12,11
setup buffers,3,2
gates resized,40,12
hold buffers,0,0
[final cells by class]
type | instances | area [um^2] | share of cell area (%)
clock buffers | 7 | 86.3 | 3.57
clock inverters | 1 | 5.00 | 0.207
inverters | 10 | 37.5 | 1.55
multi-input cells | 111 | 878 | 36.4
flip-flops and latches | 42 | 1070 | 44.2
well taps | 77 | 96.3 | 3.99
repair buffers | 29 | 245 | 10.2
[final timing paths]
path / to / depth (start not counted)
hold / removal: sync_dminus.sync_out$_DFF_PN0_ / 1
setup reg to reg: timer_rx.clk_divider.rollover_flag$_DFFE_PN0P_ / 4
hold reg to reg: sync_dminus.sync_out$_DFF_PN0_ / 0
max in group asynchronous: shift.sr9.parallel_out[6]$_DFFE_PN1P_ / 2
min in group clk0: sync_dminus.sync_out$_DFF_PN0_ / 0
setup / recovery: rx_data[7] / 5
[cell families (layout without fill, tap and decap cells)]
logic type               Yosys count  in the layout
buffers and inverters             17             47
AND/OR/NAND/NOR                   57             58
adder cells (fa/ha/maj)            4              4
XOR/XNOR                           3              3
multiplexers                      14             14
flip-flops                        42             42
AND-OR/OR-AND                     32             32
No activity file was given, so power comes from the tool's default toggle rates.
